`flow/constraint.sdc`:
```
current_design Digital_Clock

set clk_period 5.7
set clk_io_pct 0.2

create_clock -name clk0 -period $clk_period [get_ports {clk}]

set non_clock_inputs [all_inputs -no_clocks]
set_input_delay [expr $clk_period * $clk_io_pct] -clock clk0 $non_clock_inputs
set_output_delay [expr $clk_period * $clk_io_pct] -clock clk0 [all_outputs]
```
`flow/config.mk`:
```
export PLATFORM = sky130hd
export DESIGN_NAME = Digital_Clock
export DESIGN_NICKNAME = Digital_Clock
export VERILOG_FILES = /design/flow/design.v
export SDC_FILE = /design/flow/constraint.sdc
export NUM_CORES = 4
export LEC_CHECK = 1
export CORE_UTILIZATION = 40
```
`flow/run.sh`:
```
#!/bin/bash
# OpenROAD 26Q1-2900-gdf79404cd8, Yosys 0.63+post, stock flow scripts
make -C /OpenROAD-flow-scripts/flow DESIGN_CONFIG=/design/flow/config.mk WORK_HOME=/design/flow/orfs finish
```
`flow/design.v`:
```
`timescale 1ns / 1ps
module buttons(input clk,input btn_in,output btn_out);
reg temp1,temp2,temp3;
always@(posedge clk)
    begin
        temp1<=btn_in;
        temp2<=temp1;
        temp3<=temp2;
    end
assign btn_out = temp3;    
endmodule
module clk_divider(input clk, output reg clkOut);
reg [25:0] count;
always @(negedge clk)
begin
    count <= count + 1;
    if (count == 500000)
    begin
        clkOut <= ~clkOut;
        count <=0;
    end
end
endmodule
module clock_divider(input clk, output reg clkOut);
reg [25:0] count;
always @(negedge clk)
begin
    count <= count + 1;
    if (count == 50000000)
    begin
        clkOut <= ~clkOut;
        count <=0;
    end
end
endmodule
module Digital_Clock(
    input clk,
    input reset,
    input set_time,
    input set_time_unchnged,
    input [5:0] set_min,
    input [5:0] set_sec,
    input up,
    input down,
    input set_alarm,
    input left,
    input right,
    input stop_watch,
    input timer,
    input start,
    input stop,
    output led,
    output reg [3:0] Anode_Activation,
    output reg [6:0] Cathode_Activation,
    output reg [4:0] hrs     
);
    reg [6:0] secs;
    reg [6:0] mins;
    reg [6:0] hrs2=0;
    reg [6:0] secs2=0;
    reg [6:0] mins2=0;
    reg [6:0] hrs3=0;
    reg [6:0] secs3=0;
    reg [6:0] mins3=0;
    reg [5:0] hrs9;
    reg [6:0] secs4=0;
    reg [5:0] mins4=0;
    reg led=0;
    reg [3:0]count=11;
    wire clk_1Hz;
    wire clk_100Hz;
    buttons up2(clk,up,up1);
    buttons down2(clk,down,down1);
    clock_divider cd(clk, clk_1Hz);
    clk_divider cd1(clk,clk_100Hz);
    always @(posedge clk_1Hz) begin
        if (reset) begin  
            secs2 <= 0;
            mins2 <= 0;
            hrs2 <= 0;
            led<=0;
        end
        else begin              
                secs2 <= secs2 + 1;
                if (secs2 == 59) begin
                    secs2 <= 0;
                    mins2 <= mins2 + 1;
                    if (mins2 == 59) begin
                        mins2 <= 0;
                        hrs2 <= hrs2 + 1;
                        if (hrs2 == 23) begin
                            hrs2<=0;
                        end
                    end
                end
            end
     if(!stop_watch)begin
           if(!set_time && !timer && !set_time_unchnged)begin
             hrs<=hrs2;
             mins<=mins2;
             secs<=secs2;
           end
           else if(set_time) begin
                secs2<=secs;
                if(!right && up1) begin
                    if(mins2==59 && hrs2==23) begin
                        mins2 <= 0;
                        hrs2<=0;
                        mins <= 0;
                        hrs<=0;
                    end
                    else if(mins2==59) begin
                        mins2 <= 0;
                        hrs2<=hrs2+1;
                        mins <= 0;
                        hrs<=hrs+1;
                    end
                    else begin
                        mins2 <= mins2 + 1;
                        mins <= mins + 1;
                    end
                end
                if(right && up1) begin
                    if(hrs2==23) begin
                        hrs2<=0; 
                        hrs<=0;                  
                    end
                    else begin
                        hrs2 <= hrs2 + 1;
                        hrs <= hrs + 1;
                    end
                end
                if(!right && down1) begin
                    if(mins2==0 && hrs2==0) begin
                        mins2 <= 59;
                        hrs2<=23;
                        mins <= 59;
                        hrs<=23;
                    end
                    else if(mins2==0) begin
                        mins2 <= 59;
                        hrs2<=hrs2-1;
                        mins <= 59;
                        hrs<=hrs-1;
                    end
                    else begin
                        mins2 <= mins2 - 1;
                        mins <= mins - 1;
                    end
                end
                if(right && down1) begin
                    if(hrs2==0) begin
                        hrs2<=23; 
                        hrs<=23;                  
                    end
                    else begin
                        hrs2 <= hrs2 - 1;
                        hrs <= hrs - 1;
                    end
                end
            end
            else if(set_time_unchnged) begin
            if(timer)begin
            if(!(mins==0 && secs==0))begin
              if(secs==0)begin
                secs<=59;
                mins<=mins-1;      
              end
              else secs<=secs-1;
             end 
             end 
             else if(set_alarm) begin
                mins3 <= mins;
                secs3 <= secs;
                hrs3 <= hrs;
             end
              else if(!right && up1) begin
                    if(mins==59) begin
                        mins <= 0;
                        hrs<=hrs+1;
                    end
                    else begin
                        mins <= mins + 1;
                    end
                end
                if(right && up1) begin
                    if(hrs==23) begin
                        hrs <= 0;
                    end
                    else begin
                        hrs <= hrs + 1;
                    end
                end
            end
        if(set_alarm ==1 && hrs2 == hrs3 && mins2 == mins3 && secs2 == secs3) begin
            led <= 1;
            count<=0;
        end
        if(count<=10) begin
            if(count %2==0) begin
                led <= 0;
            end
            if(count %2==1) begin
                led <= 1;
            end
            count <= count +1;
        end
        end
        end
      always@(posedge clk_100Hz) begin
            if(stop_watch && !start && !stop)begin
              secs4<=0;
              mins4<=0;
              hrs9<=0;
            end
            else if(stop_watch && start && !stop) begin
                secs4<= secs4+1;
                if(secs4==99) begin
                    secs4<=0;
                    mins4<=mins4+1;
                    if(mins4==59) begin
                        mins4<=0;
                        hrs9<=hrs9+1'b1;
                    end
                end
             end
        end
    reg [3:0] LED_BCD;
    reg [19:0] refresh_counter;
    wire [1:0] LED_activation_counter;
    always @(posedge clk or posedge reset) begin
        if (reset == 1) begin
            refresh_counter <= 0;
        end else begin
            refresh_counter <= refresh_counter + 1;
        end
    end
    assign LED_activation_counter = refresh_counter[19:18];
    always @(*) begin
        case(LED_activation_counter)
            2'b00: begin
                Anode_Activation = 4'b0111; 
                if(!stop_watch)begin
                LED_BCD = mins/10;
                end
                if(stop_watch)begin
                LED_BCD = mins4/10;
                end
            end
            2'b01: begin
                Anode_Activation = 4'b1011; 
                if(!stop_watch)begin
                LED_BCD = mins %10;
                end
                if(stop_watch)begin
                LED_BCD = mins4 % 10;
                end
            end
            2'b10: begin
                Anode_Activation = 4'b1101; 
                if(!stop_watch)begin
                LED_BCD = secs/10;
                end
                if(stop_watch)begin
                LED_BCD = secs4/10;
                end
            end
            2'b11: begin
                Anode_Activation = 4'b1110; 
               if(!stop_watch)begin
                LED_BCD = secs %10;
                end
                if(stop_watch)begin
                LED_BCD = secs4%10;
                end
            end
        endcase
    end
    always @(*) begin
        case(LED_BCD)
            4'b0000: Cathode_Activation = 7'b0000001;  
            4'b0001: Cathode_Activation = 7'b1001111;  
            4'b0010: Cathode_Activation = 7'b0010010;  
            4'b0011: Cathode_Activation = 7'b0000110;  
            4'b0100: Cathode_Activation = 7'b1001100;  
            4'b0101: Cathode_Activation = 7'b0100100;  
            4'b0110: Cathode_Activation = 7'b0100000;  
            4'b0111: Cathode_Activation = 7'b0001111;  
            4'b1000: Cathode_Activation = 7'b0000000;  
            4'b1001: Cathode_Activation = 7'b0000100;  
            default: Cathode_Activation = 7'b0000001;  
        endcase
    end
endmodule
```
==> CHANGELOG.md <==
### Implementation results

- Outcome: finished with violations
- Failing checks: negative setup slack
- Hold buffers post-CTS: 0
- Top delay family on crit path: AND-OR/OR-AND gates
- Core area: 24200 um2
- Largest net degree at the start of global routing: about 65
- Met2 WL: ~10000 um
- Fin crit period: ~6.1 ns
- Latency at later pin: approximately 0.40 ns
- # placed instances: 1461
- EDFF count, synth: 44
- Wire length on met3: around 920 um
- Port bufs: 28
- Tool warnings: approximately 110
- Static leakage: 4.36 nW
- Die height: about 160 um
- Netlist cell types: 99
- Vias in the first global route: about 7900
- Top cell excl fill/tap: nor2_1
- Reg-to-reg slack, setup: approximately 3.6 ns
- Slew @ Worst Pin: approximately 0.8 ns
- Slew Limit Fails: 0
- Initial Utilization: between 40% and 50%
- Count of unclocked register or latch pins: between 80 and 90
- # setup viols final: 7
- Via count: ~8000
- Clk buf depth: 2
- Routed WL: around 22000 um
- CP Max Fanout: 8
- TritonCTS clock tree: yes
- M1 wire length: ~11000 um
- Highest Clock Rate: 0.165 GHz
- Hold Fails Final Rpt: 0
- Asr flop ratio synth: 12.4%
- Initial antenna violation count: 0
- DP Worst Slack: -1.84 ns
- Core Rows: approximately 57
- Slowest stage delay, CP: approximately 0.36 ns
- Top FF cell, synth: dfxtp_1
- Top Layout Cells: nor2_1, nand2_1, dfxtp_1, inv_1, xnor2_1
- Top cells, area: dfxtp_1, edfxtp_1, xnor2_1, xor2_1, dfrtp_1
- WP data arrival: 4.93 ns
- Top layer used by detailed routing: met4
- Max IR drop VDD: 0.000190 V
- Pre-Repair DR Iteration Count: 5
- Drt drc: 0
- Clock Tree Root: clkbuf_16
- Final WS setup: -0.374 ns
- Startpoint Class: input pin
- Via-per-instance ratio: approximately 5.3
- Power density cells: 134 nW/um2
- Buf/Inv on CP: 5
- Global-route wire length before repair: 38000 um
- Syn Inst Count: 1147
- Cell Count, Final, Fillers Out: approximately 1500
- Clock transition at the registers of the reported paths: ~0.060 ns
- Layout cell share with drive strength beyond 1: under 10%
- Synth area leader: dfxtp_1
- Worst EP required: ~4.6 ns
- First DRT Iteration DRCs: just under 400
- Crit. End Element: primary output
- Type of the worst min-delay path: reg2reg
- Area growth, synth to finish: 14.5%
- Post-DP HPWL: approximately 16000 um
- Most used cell, CP: ha_4
- Endpoints left unconstrained: 129
- Ys cells: approximately 1100
- Gr usage total: 18.6%
- Area after DPL: ~10000 um2
- ANT nets after route: 0
- CTS H-tree depth: 3
- Max stage delay cell, worst path: dlxtn_2
- CP Cell Sequence: buf_12 > mux2_4 > mux2_4 > clkinv_4 > ha_4 > o21ai_4 > o221ai_4 > a21boi_4 > ha_4 > o21a_1 > o311ai_1 > o311ai_1 > a21oi_2 > o21ai_2 > o32a_1 > nand2b_1 > dlxtn_2 > buf_6 > buf_6 > ha_4 > nor2b_4 > o31ai_2 > buf_2
- I/O pin total: between 40 and 50
- RePlAce Congestion: about 0.86
- Syn Area/Cell: between 8 and 9 um2
- Average wire per standard cell: 14.4 um
- Ant diodes: 0
- Yosys chip area: ~9800 um2
- Num CTS Buffers: 9
- Synthesized cell area: approximately 10000 um2
- Slew HR: a little under half
- Die area: between 20000 and 30000 um2
- Die W: roughly 160 um
- Yosys Warn Count: 6
- Flops after synth: between 150 and 200
- Gr ovfl total: 0
- Period utilization: 107%
- WS Path Type: in2out
- RSZ-0062 raised after global routing: yes
- Skew final: around 0.019 ns
- Top-area cell share: approximately a fifth
- Max_cap viols: 0
- Design area: about 11000 um2
through the flow:
step                      util (%)  total power, W  hold WS [ns]  TNS [ns]
after floorplan                  -        0.000742         0.310         0
after global placement        43.1        0.000783         0.314    -12.73
after detailed placement      43.1        0.000783         0.313    -12.54
after CTS                     46.4         0.00154         0.327     -2.01
after global routing          46.4         0.00162         0.336     -3.43
final                         46.4         0.00151         0.326     -1.94
cells by family after synthesis:
kind of cell | count (synthesis) | synth area share [%]
AND/OR/NAND/NOR | 475 | 23.6
AND-OR/OR-AND | 229 | 16.0
flip-flops | 157 | 37.5
XOR/XNOR | 134 | 11.9
buffers and inverters | 98 | 4.29
adder cells (fa/ha/maj) | 29 | 3.69
multiplexers | 20 | 2.39
latches | 4 | 0.611
other | 1 | 0.0381
sequential cells by signal (all words and copies together), names as in the netlist, 4 cells and up:
register         cells
cd.count            26
cd1.count           26
refresh_counter     20
hrs2                 7
mins2                7
mins3                7
mins                 7
secs2                7
secs3                7
secs4                7
secs                 7
mins4                6
hrs3                 5
hrs                  5
LED_BCD              4
count                4
worst register-to-register path: cells and delay by family (launching register included):
| kind | cells | cell delay (ns) |
|---|---|---|
| buf+inv | 1 | 0.07 |
| simple gates | 7 | 1.44 |
| flops | 1 | 0.36 |
| xor+xnor | 1 | 0.14 |
per-layer routing:
| layer | up-vias | track usage, % |
|---|---|---|
| met5 | - | 0 |
| met4 | 0 | 2.69 |
| met3 | 20 | 3.15 |
| met2 | 149 | 29.4 |
| met1 | 3797 | 28.2 |
| li1 | 4193 | - |
where the power goes:
part / internal (W) / switching [W] / leakage [nW] / total, W
registers: 0.000578 / 0.00000303 / 1.46 / 0.000581
logic: 0.0000644 / 0.0000875 / 2.45 / 0.000152
clock network: 0.000443 / 0.000334 / 0.449 / 0.000777
total: 0.00109 / 0.000425 / 4.36 / 0.00151
timing repair:
action                                  CTS  global route
buffers inserted                          4             2
cloned                                    4             0
resized                                  70             7
pin swaps                                17            11
endpoints found under the setup margin    7             7
endpoints found under the hold margin     0             0
cell type report:
class	count	area, um2
clock inverter	61	315
clock buffer	9	225
sequential	161	3750
multi-input combinational	892	5900
fill	2328	13000
tap	324	405
timing repair buffer	54	519
inverter	38	148
final timing paths:
check / endpoint / startpoint / cells past startpoint
setup / recovery: Cathode_Activation[0] / stop_watch / 23
hold / removal: down2.temp3 / down2.temp2 / 0
setup reg to reg: cd1.count[17] / cd1.count[0] / 9
hold reg to reg: down2.temp3 / down2.temp2 / 0
max in group asynchronous: refresh_counter[18] / reset / 3
min in group asynchronous: refresh_counter[12] / reset / 3
synthesized netlist by cell type (8+ instances only):
cell,number
a21oi_1,56
and3_1,16
ha_1,29
o31ai_1,8
dfrtp_1,20
nor2b_1,21
xor2_1,60
nand2_1,117
o22ai_1,8
or3_1,10
nand2b_1,12
xnor2_1,74
dfxtp_1,93
a31oi_1,11
nand4_1,22
mux2i_1,10
nor2_1,131
inv_1,35
nor3_1,29
edfxtp_1,44
o21ai_0,54
o21ai_1,9
clkbuf_1,46
nand3_1,65
Power and IR drop assume default switching activity.
