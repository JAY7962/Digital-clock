[./run.sh]
#!/bin/bash
# OpenROAD 26Q1-2900-gdf79404cd8, Yosys 0.63+post, stock flow scripts
make -C /OpenROAD-flow-scripts/flow DESIGN_CONFIG=/design/flow/config.mk WORK_HOME=/design/flow/orfs finish
[./config.mk]
export PLATFORM = sky130hd
export DESIGN_NAME = SevenSegmentModule
export DESIGN_NICKNAME = SevenSegmentModule
export VERILOG_FILES = /design/flow/design.v
export SDC_FILE = /design/flow/constraint.sdc
export NUM_CORES = 4
export LEC_CHECK = 1
export CORE_UTILIZATION = 30
[./constraint.sdc]
current_design SevenSegmentModule

set clk_period 5.1
set clk_io_pct 0.2

create_clock -name clk0 -period $clk_period [get_ports {clk}]

set non_clock_inputs [all_inputs -no_clocks]
set_input_delay [expr $clk_period * $clk_io_pct] -clock clk0 $non_clock_inputs
set_output_delay [expr $clk_period * $clk_io_pct] -clock clk0 [all_outputs]
[./design.v]
`timescale 1ns / 1ps
module SevenSegmentModule(
    input clk,  
    input [3:0]min_ones,  
    input [3:0]min_tens,
    input [3:0]hrs_ones,
    input [3:0]hrs_tens,
    output reg[6:0] seg,
    output reg[3:0] an
);
reg [1:0] digit_display=0;
reg[6:0] display[3:0];
reg[18:0] counter=0;
parameter max_count=500_000;
wire [3:0] four_bit [3:0];
assign four_bit[0]=min_ones;
assign four_bit[1]=min_tens;
assign four_bit[2]=hrs_ones;
assign four_bit[3]=hrs_tens;
always@ (posedge clk) begin
    if(counter<max_count) begin
        counter <= counter +1;
    end 
    else begin
        digit_display <= digit_display +1;
        counter<=0;
    end
case(four_bit[digit_display])
    4'b0000 : display[digit_display] <= 7'b1000000;  
    4'b0001 : display[digit_display] <= 7'b1111001;  
    4'b0010 : display[digit_display] <= 7'b0100100;  
    4'b0011 : display[digit_display] <= 7'b0110000;  
    4'b0100 : display[digit_display] <= 7'b0011001;  
    4'b0101 : display[digit_display] <= 7'b0010010;  
    4'b0110 : display[digit_display] <= 7'b0000010;  
    4'b0111 : display[digit_display] <= 7'b1111000;  
    4'b1000 : display[digit_display] <= 7'b0000000;  
    4'b1001 : display[digit_display] <= 7'b0011000;  
endcase
case(digit_display)
    0: begin
        an <= 4'b1110;
        seg <= display[0];
    end
    1: begin
        an <= 4'b1101;
        seg <= display[1];
    end
    2: begin
        an <= 4'b1011;
        seg <= display[2];
    end
    3: begin
        an <= 4'b0111;
        seg <= display[3];
    end
endcase
end
endmodule
==> impl_metrics.tcl <==
# metrics dict for downstream scripts
set metrics [dict create \
    sequentialPowerShare_pct 53.8 \
    cts_tree "yes" \
    port_buffers 27 \
    setup_viol 0 \
    ir_worst_vdd_mv 0.174 \
    numSynthFlops 60 \
    intPower_w 0.000767 \
    final_cell_area_um2 3020 \
    reg2reg_slack_ps 2420 \
    syn_avg_cell_area_um2 11.5 \
    setup_slack_ps 2310 \
    syn_area_um2 2450 \
    post-place-cells 336 \
    min_path_type "flip-flop to flip-flop" \
    max_cap_violations 0 \
    grtUsageTotal_pct 12.2 \
    grt_pass1_vias 1698 \
    synth_cell_types 34 \
    final_layout_size_suffix_gt1_share_pct 9.60 \
    worst_pin_slew_ps 760 \
    seqCellArea_um2 1500 \
    cpLargestDelayFamily "AND-OR/OR-AND gates" \
    hpwl_mm 3.09 \
    fmax_ghz 0.359 \
    die_area_um2 8540 \
    rows 32 \
    rsz0062_at_grt "false" \
    fp_util_pct 31.4 \
    place_congestion 0.798 \
    drt_first_iter_violations 110 \
    finalHoldViolCount 0 \
    yosys.stat.seqShare_pct 61.3 \
    diodes 0 \
    worstPathArrival_ps 2780 \
    synthFlopType "edfxtp_1" \
    yosysChipArea_um2 2450 \
    wl_per_cell_um 12.9 \
    timing.setup.tns_ps 0 \
    power.density_nw_per_um2 320 \
    start_kind "primary input" \
    ios 28 \
    areaGrowthSynthToFinish_pct 23.1 \
    worstPathRequired_ps 5100 \
    clock_sinks 60 \
    cts_max_level 3 \
    post_cts_buffers 0 \
    min_period_over_period_pct 54.6 \
    ant_nets 0 \
    vias_per_cell 4.82 \
    clock_power_share_pct 42.2 \
    path_buffers 1 \
    critPathSlowestCell "clkdlybuf4s50_1" \
    async_reset_ff_share_pct 0 \
    power.total_w 0.000967 \
    status "complete, no violations" \
    drc 0 \
    ctsLongestPathBuffers 2 \
    openroad.warnings 28 \
    ys_warn_count 1 \
    ys_cells 214 \
    pre_cts_ws_ps 1960 \
    clkSlewWorstSetupHoldPaths_ps 60 \
    routed_wl_mm 4.56 \
    crit_path_max_incr_delay_ps 400 \
    via_count 1697 \
    hold_buffers 0 \
    period_minus_slack_ps 2790 \
    p_leak_nw 1.01 \
    worstPathCellList "clkdlybuf4s50_1, a222oi_1, mux2i_1, o21ai_0, and2_1" \
    insertion_delay_ps 330 \
    coreArea_um2 7810 \
    slew_headroom_pct 49.3 \
    comb_area_um2 867 \
    synth_cells 214 \
    path_class "primary input to flip-flop" \
    dpl_cell_area_um2 2830 \
    grt_overflow_total 0 \
    clockRootBuffer "clkbuf_8" \
    nFillCells 758 \
    die_w_um 92.4 \
    cp_max_fo 7 \
    p_comb_share_pct 4.1 \
    cts_buffers 9 \
    p_sw_share_pct 20.6 \
    fp.dieH_um 92.4 \
    ctsResizeCount 0 \
    drv_slew 0 \
    grt_pass1_wl_mm 7.98 \
    antenna_found_initial 0 \
    grt_max_degree 23 \
    fin_cells 352 \
    end_kind "flip-flop" \
    edf_count 30 \
    clock_skew_ps 9.29 \
    drt_pass1_iterations 5 \
    p_sw_w 0.000200 \
]
## sequential cells by signal, indices dropped and copies added (netlist names)
register	flops
seg	7
an	4
display	28
digit_display	2
counter	19
## metal layers
layer,vias to the layer above,wire [um],global-route usage [%],share of wire [%]
met1,789,2020,15.4,44
met2,52,2180,21.1,48
met5,-,0,0,0
met3,6,297,4.43,6.5
met4,0,59,1.43,1.3
li1,850,-,-,-
## cell usage in the layout, fill, tap and decap left out, types with 2 or more instances in the layout
master           Yosys  final
o21ai_0              5      5
a222oi_1            11     11
nand2_1              6      6
nor3_1               6      6
nor2b_1              3      3
mux2_2               2      2
o31ai_1              2      2
clkinvlp_4           0      2
edfxtp_1            30     30
xor2_1               2      2
nor4_1               4      4
and2_1               3      3
nand4_1              6      6
xnor2_1             12     12
clkdlybuf4s50_1      0     27
clkinv_2             0      2
or4_1                2      2
clkbuf_8             0      9
a21oi_1             14     14
ha_1                 5      5
a21oi_2              2      2
mux2i_1              3      3
nor2_1              26     26
dfxtp_1             30     30
nand3_1              8      8
inv_1               14     14
## synth_stat cells, types with 4 or more instances
cell       n  area (um2)
nor4_1     4        25.0
a21oi_1   14        70.1
clkbuf_1   7        26.3
o21ai_0    5        25.0
xnor2_1   12         105
inv_1     14        52.6
nand3_1    8        40.0
nor3_1     6        30.0
nor2_1    26        97.6
ha_1       5        62.6
edfxtp_1  30         901
nand4_1    6        37.5
a222oi_1  11         110
dfxtp_1   30         601
nand2_1    6        22.5
## metrics by stage
step / hold WS [ps] / utilization (%)
6_report: 449 / 38.7
2_1_floorplan: 418 / -
3_3_place_gp: 432 / 36.2
3_5_place_dp: 445 / 36.2
4_1_cts: 456 / 38.7
5_1_grt: 479 / 38.7
## logic make-up (layout without fill, tap and decap cells)
logic type               count (synthesis)  count (layout)  synth area share [%]
flip-flops                              60              60                  61.3
buffers and inverters                   22              58                  3.37
adder cells (fa/ha/maj)                  5               5                  2.55
multiplexers                             5               5                  2.14
XOR/XNOR                                14              14                  5.00
AND/OR/NAND/NOR                         70              70                  14.7
AND-OR/OR-AND                           38              38                  11.0
## final cells by class
cell class              count  area share (%)
repair buffers             28            9.20
multi-input cells         132            28.7
well taps                 102            4.23
flip-flops and latches     60            49.8
clock buffers              10            4.23
clock inverters             6            2.11
inverters                  14            1.74
## path summary, 6_finish.rpt
| path | from | endpoint | cells past startpoint |
|---|---|---|---|
| setup reg to reg | digit_display[0] | display[3][3] | 6 |
| hold / removal | counter[0] | counter[0] | 1 |
| setup / recovery | hrs_tens[2] | display[3][3] | 5 |
| hold reg to reg | counter[0] | counter[0] | 1 |
## power by group through the flow
stage | clock network [W] | registers, W | logic [W]
4_1_cts | 0.000421 | 0.000520 | 0.0000399
6_report | 0.000408 | 0.000520 | 0.0000393
5_1_grt | 0.000444 | 0.000521 | 0.0000444
Power and IR drop assume default switching activity.
